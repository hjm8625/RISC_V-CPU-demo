File: flow/config.mk
export PLATFORM = sky130hd
export DESIGN_NAME = imem
export DESIGN_NICKNAME = imem
export VERILOG_FILES = /design/flow/design.v
export SDC_FILE = /design/flow/constraint.sdc
export NUM_CORES = 4
export LEC_CHECK = 1
export CORE_AREA = 10 10 70 70
export DIE_AREA = 0 0 80 80
export SYNTH_MEMORY_MAX_BITS = 65536
File: flow/constraint.sdc
current_design imem

set clk_period 1.5
set clk_io_pct 0.2

create_clock -name clk0 -period $clk_period

set non_clock_inputs [all_inputs -no_clocks]
set_input_delay [expr $clk_period * $clk_io_pct] -clock clk0 $non_clock_inputs
set_output_delay [expr $clk_period * $clk_io_pct] -clock clk0 [all_outputs]
File: flow/design.v
`timescale 1ns / 1ps
module imem(  
    input [31:0] addr,
    output [31:0] instr
);
    reg [31:0] mem [0:255];  
    initial begin
        mem[0] = 32'h00100093;  
        mem[1] = 32'h00500113;  
        mem[2] = 32'h00208663;  
        mem[3] = 32'h00108093;  
        mem[4] = 32'hFF9FF06F;  
        mem[5] = 32'h00102223;  
        mem[6] = 32'h00402203;  
    end    
    assign instr = mem[addr[9:2]];
endmodule
File: flow/run.sh
#!/bin/bash
# OpenROAD 26Q1-2900-gdf79404cd8, Yosys 0.63+post, stock flow scripts
make -C /OpenROAD-flow-scripts/flow DESIGN_CONFIG=/design/flow/config.mk WORK_HOME=/design/flow/orfs finish
==> flow_metrics.env <==
# physical design summary
export IMPL_warnings=65
export IMPL_portBuffers=32
export IMPL_place_ws_ns=-0.674
export IMPL_grt_util_all_layers=0.0374
export IMPL_hold_viol=0
export IMPL_cp_cell_sequence="buf_8 -> inv_6 -> buf_6 -> ha_2 -> nor2b_4 -> buf_4 -> dlygate4sd2_1"
export IMPL_fill_cells=377
export IMPL_vdd_drop_max_uv=107
export IMPL_grt_overflow_total=0
export IMPL_routabilityCongestion=0.679
export IMPL_ios=64
export IMPL_slowest_delay_ns=0.20
export IMPL_holdBufCountCts=0
export IMPL_core_um2=3420
export IMPL_drc=0
export IMPL_dieArea_um2=6400
export IMPL_crit_path_end_kind="output pin"
export IMPL_syn_area_per_cell_um2=7.33
export IMPL_largest_area_cell="buf_4"
export IMPL_power_uw=175
export IMPL_row_count=21
export IMPL_critical_path_max_fanout=3
export IMPL_cap_viol_max_count=0
export IMPL_flop_count=0
export IMPL_vias=357
export IMPL_chipWidth_um=80
export IMPL_drt_iter0_markers=0
export IMPL_die_h_um=80
export IMPL_ys_warn_count=1
export IMPL_p_per_area_nw_per_um2=216
export IMPL_syn_instance_count=43
export IMPL_dp_hpwl_um=914
export IMPL_finalCritPeriodShare=0.985
export IMPL_hold_ws_ns=0.979
export IMPL_worstPathRequired_ns=1.20
export IMPL_antenna_cells=0
export IMPL_slew_violations=0
export IMPL_n_clock_buffer=0
export IMPL_grt_first_pass_wirelength_um=1950
export IMPL_vias_per_cell=2.86
export IMPL_syn_cell_area_um2=315
export IMPL_drive_gt1_frac=0.684
export IMPL_max_freq_mhz=677
export IMPL_wl_per_cell_um=10.8
export IMPL_ant_nets=0
export IMPL_grt_max_degree=7
export IMPL_slowest_stage="dlygate4sd2_1"
export IMPL_grt_pass1_vias=374
export IMPL_fp_util=0.0923
export IMPL_post_synth_top_count_cell="buf_4"
export IMPL_synth_top_cell_area_share=0.500
export IMPL_yosys_cells=43
export IMPL_fin_area_um2=811
export IMPL_yosys_top_cells_area="buf_4, ha_1, a21o_1"
export IMPL_drt_first_pass_iters=1
export IMPL_ys_top_cells_by_count="buf_4, ha_1, a21o_1, inv_1"
export IMPL_p_leak_nw=0.465
export IMPL_antenna_found_initial=0
export IMPL_period_needed_ns=1.48
export IMPL_cp_arrival_ns=1.18
export IMPL_ys_types=12
export IMPL_setup_viol_count_final=0
export IMPL_ys_chip_area_um2=315
export IMPL_setup_ws_ns=0.0222
export IMPL_hold_start="addr[3]"
export IMPL_cp_start_kind="input port"
export IMPL_ys_seq_frac=0
export IMPL_crit_path_start="addr[2]"
export IMPL_place_area_um2=593
export IMPL_outcome="complete, no violations"
export IMPL_syn2layout_area_growth_pct=157
export IMPL_path_class="in2out"
export IMPL_worstHoldPathType="in2out"
export IMPL_drt_wl_total_um=1350
export IMPL_seq_area_um2=0
-- final timing paths --
check,to,cells after the start
setup / recovery,instr[10],7
hold / removal,instr[22],4
-- critical path, delay by kind of cell --
kind | cells | cell delay (ns)
simple gates | 1 | 0.16
buf+inv | 5 | 0.56
fa+ha+maj | 1 | 0.15
-- power by group --
part	internal (mW)	switching, mW	leakage [nW]
registers	0	0	0
clock network	0	0	0
logic	0.120	0.0551	0.465
total	0.120	0.0551	0.465
-- kinds of logic after synthesis --
kind of cell | synth area share
other cells | 0.0238
mux | 0.0317
compound gates | 0.103
fa+ha+maj | 0.159
simple gates | 0.111
buf+inv | 0.571
-- area by class of cell --
cell class,instances,area [um2],area share
repair buffers,57,556,0.685
multi-input cells,19,174,0.215
well taps,46,57.6,0.0710
inverters,3,23.8,0.0293
-- cell usage in the layout, fill, tap and decap left out, drive strengths merged, types with 2 or more instances in the layout --
master,n
dlygate4sd2,10
o21ai,2
clkbuf,5
nand2,2
nor2,2
inv,3
buf,39
ha,4
a21o,3
nor2b,2
conb,3
-- repair_timing --
item                                    in CTS  in global routing
gates cloned                                 2                  0
buffers inserted                            15                  2
resized                                     99                 13
pin swaps                                    2                  1
endpoints found under the setup margin      29                 11
-- per-layer routing --
layer	GRT usage	vias to the layer above	wire length [um]
li1	-	183	-
met1	0.0461	153	545
met2	0.0626	21	618
met3	0.0159	0	184
met4	0	0	0
met5	0	-	0
-- stage by stage --
| stage | TNS, ns | utilization | cells |
|---|---|---|---|
| 2_1_floorplan | 0 | - | 44 |
| 3_3_place_gp | -16.86 | 0.174 | 107 |
| 3_5_place_dp | -17.25 | 0.174 | 107 |
| 4_1_cts | -0.348 | 0.239 | 124 |
| 5_1_grt | -0.0153 | 0.237 | 125 |
| 6_report | 0 | 0.237 | 125 |
No activity file was given, so power comes from the tool's default toggle rates.
