File: design/flow/run.sh
#!/bin/bash
# OpenROAD 26Q1-2900-gdf79404cd8, Yosys 0.63+post, stock flow scripts
make -C /OpenROAD-flow-scripts/flow DESIGN_CONFIG=/design/flow/config.mk WORK_HOME=/design/flow/orfs finish
File: design/flow/config.mk
export PLATFORM = sky130hd
export DESIGN_NAME = register_file_read
export DESIGN_NICKNAME = register_file_read
export VERILOG_FILES = /design/flow/design.v
export SDC_FILE = /design/flow/constraint.sdc
export NUM_CORES = 4
export LEC_CHECK = 1
export CORE_UTILIZATION = 50
File: design/flow/constraint.sdc
current_design register_file_read

set clk_period 9.7
set clk_io_pct 0.2

create_clock -name clk0 -period $clk_period [get_ports {clk}]

set non_clock_inputs [all_inputs -no_clocks]
set_input_delay [expr $clk_period * $clk_io_pct] -clock clk0 $non_clock_inputs
set_output_delay [expr $clk_period * $clk_io_pct] -clock clk0 [all_outputs]
File: design/flow/design.v
`timescale 1ns / 1ps
module register_file_read #(
    parameter int width   = 32,
    parameter int numregs = 32
)(
    input logic clk,
    input logic reset,
    input logic wr_en,
    input logic [4:0] rd,
    input logic [width-1:0] result,
    input logic [width-1:0] ld_data,
    input logic is_load,
    input logic rs1_valid,
    input logic [4:0] rs1,
    output logic [width-1:0] src1_value,
    input logic rs2_valid,
    input logic [4:0] rs2,
    output logic [width-1:0] src2_value
);
    (* keep *)   
    logic [width-1:0] regs [0:numregs-1];
    initial begin
        for (int k = 0; k < numregs; k++) 
            regs[k] = '0;
    end
    always_ff @(posedge clk) begin
        if (reset) begin
            for (int i = 0; i < numregs; i++) regs[i] <= '0;
        end
        else if (wr_en && (rd != 5'd0)) begin
            regs[rd] <= is_load ? ld_data : result;  
        end
    end
    assign src1_value = (rs1_valid === 1'b1) ? regs[rs1] : '0;
    assign src2_value = (rs2_valid === 1'b1) ? regs[rs2] : '0;
endmodule
==> CHANGELOG.md <==
### Physical design

* Status: complete, no violations
* Routed Antenna Nets at 0
* Drt pass-1 iters at 6
* Setup violators final at 0
* Net Sw Frac at 0.2423
* Mean Syn Cell Area at 14.59 um^2
* Initial drt markers at 2179
* Critical Path Fanout Max at 34
* Cells after synthesis at 3587
* Routability Congestion at 0.9165
* Post-route setup TNS at 0 ns
* Core area at 103600 um^2
* Final worst path period need at 7.698 ns
* CP Data Required Time at 7.76 ns
* Place WS at 2.052 ns
* Flop pwr share at 0.476
* HP Start: reset
* Clk buf depth at 3
* VDD IR max at 0.1475 mV
* Vias per std cell at 6.723
* Cell Area, Placed at 55570 um^2
* Yosys stat area at 52350 um^2
* Area delta synth->final at 13.26%
* WHS Endpoint: regs[0][0]
* Wire length per cell at 34.99 um
* CTS resizes at 0
* Clk network pwr share at 0.398
* # Cells Yosys at 3587
* Biggest regs: regs: 1024 flops
* Critical path startpoint category: input pin
* Number of I/O port buffers at 148
* Slew @ Worst Pin at 0.9212 ns
* Setup CP Type: in -> out
* Netlist cell types at 35
* Finished Cell Area at 59290 um^2
* Drt drc at 0
* WP data arrival at 5.76 ns
* Fin crit share at 0.7936
* Final hold vios at 0
* Num CTS Buffers at 108
* Post-CTS Repair Setup Buffers at 0
* Initial core utilization at 0.5051
* Largest net degree at the start of global routing at 77
* Pleak at 0.01951 uW
* First-pass GRT wire length at 256.0 mm
* Io pins at 149
* Vias at 34280
* Routed WL at 178.4 mm
* Switching Power at 2664 uW
* Peak Freq at 0.1299 GHz
* Sink Count at 1024
* CTS tree: yes
* P_int at 8329 uW
* Largest register FFs at 1024
* Total GRT Usage at 0.3803
* Pwr dens at 185.4 nW/um^2
* Initial antenna violation count at 2
* Biggest register: regs
* # hold bufs at CTS at 0
* Die area at 106000 um^2
* Die W at 325.6 um
* Rel. slew slack at 0.3859
* Final WS setup at 2.002 ns
* Overall power at 10990 uW
* Mapped Area at 52350 um^2
* Pins Over Slew Limit at 0
* Row count at 118
* Clk pin slew, worst setup/hold paths at 0.06 ns
* Worst hold path depth at 2
* Hold slack at 1.961 ns
* RSZ-0062 raised after global routing: false
* Share of layout cells above drive strength 1 at 0.2665
* Post-DP HPWL at 102.6 mm
* Max-cap check violation count at 0
* Combinational power share at 0.126
* Stage-log warning count at 26
* Worst Hold Class: in -> reg
* Die y size at 325.6 um
* Grt ovf at 0
* Seq share, synth at 0.5874
* CTS root buf: clkbuf_16
* Vias in the first global route at 37660
* Crit. End Element: output port
* Synth warn at 1
* H-tree levels at 3
* Post-synth regs at 1024
-- cells by family (layout without fill, tap and decap cells) --
family	Yosys count	count (layout)	share of synthesized area
AND-OR/OR-AND	297	297	0.04240
multiplexers	736	736	0.2509
flip-flops	1024	1024	0.5874
buffers and inverters	400	500	0.03526
AND/OR/NAND/NOR	1129	1129	0.08399
other	1	33	0.00007164
-- per-layer routing --
layer  GRT usage  part of all wire
met5     0.09982            0.0076
met4      0.1194             0.041
met3      0.3353              0.21
met2      0.5183              0.45
met1      0.4413              0.29
-- cells in the final DEF (no fill, tap or decap), drive strengths merged --
master and n:
buf 165, and2 2, mux2 128, a221oi 41, a31oi 64, and2b 1
o21ai 41, conb 32, nor3 1, clkbuf 122, a22oi 64, mux2i 160
diode 1, and3 1, and4b 1, nand2 78, and3b 2, mux4 448
nor2 999, o2111ai 23, clkinvlp 6, or2 2, nor2b 3, o221ai 64
clkdlybuf4s50 134, bufinv 22, nor4b 1, edfxtp 1024, nand2b 33, clkinv 49
inv 2, nor3b 3, nor4bb 2
-- per-stage QoR --
stage / instances / utilization
2_1_floorplan: 3618 / -
3_3_place_gp: 4899 / 0.5361
3_5_place_dp: 4899 / 0.5361
4_1_cts: 5098 / 0.5720
5_1_grt: 5098 / 0.5720
6_report: 5099 / 0.5720
-- critical path: stages --
cell and delay, ns:
buf_4 0.37, buf_4 0.44, buf_4 0.64, mux4_2 0.61, mux2_2 0.27, o221ai_1 0.71
a31oi_1 0.24, clkdlybuf4s50_1 0.49
-- area by class of cell --
type | instances | area [um^2]
multi-input combinational | 2194 | 20410
antenna | 1 | 2.502
inverter | 2 | 10.01
clock inverter | 77 | 944.7
sequential | 1024 | 30750
clock buffer | 122 | 2776
timing repair buffer | 299 | 2668
tap | 1380 | 1727
fill | 7700 | 44360
-- power by group through the flow --
stage | registers (uW) | clock network (uW) | logic [uW]
after CTS | 5230 | 4400 | 1370
after global routing | 5260 | 4570 | 1450
final | 5230 | 4370 | 1390
-- worst max-delay path by stage --
stage / end / cells after the start / startpoint
5_1_grt: src2_value[3] / 8 / rs2[0]
6_report: src2_value[3] / 8 / rs2[0]
4_1_cts: src2_value[3] / 8 / rs2[0]
-- synth_stat cells --
library cell / n / area share
edfxtp_1: 1024 / 0.59
and2b_1: 1 / 0.00014
a31oi_1: 64 / 0.0076
nor4b_2: 1 / 0.00029
o221ai_2: 2 / 0.00057
and4b_1: 1 / 0.00019
or2_2: 2 / 0.00024
clkbuf_1: 273 / 0.020
a221oi_1: 41 / 0.0069
o21ai_1: 16 / 0.0015
buf_12: 4 / 0.0015
and3_1: 1 / 0.00012
conb_1: 1 / 0.000072
buf_6: 9 / 0.0019
nor2_1: 999 / 0.072
nor3_1: 1 / 0.000096
and3b_1: 2 / 0.00033
mux2_2: 128 / 0.028
o2111ai_1: 23 / 0.0038
nand2b_1: 33 / 0.0039
nand2_1: 78 / 0.0056
o221ai_1: 62 / 0.010
clkbuf_4: 1 / 0.00014
buf_2: 82 / 0.0078
inv_1: 2 / 0.00014
o21ai_0: 25 / 0.0024
mux4_2: 448 / 0.19
a22oi_1: 64 / 0.0092
and2_1: 2 / 0.00024
buf_1: 1 / 0.000072
buf_4: 28 / 0.0040
nor3b_1: 3 / 0.00043
mux2i_1: 160 / 0.031
nor2b_1: 3 / 0.00036
nor4bb_1: 2 / 0.00038
No activity file was given, so power comes from the tool's default toggle rates.
