==> ./design.v <==
`timescale 1ns / 1ps
module ALU(  
    input [31:0] src1_value,
    input [31:0] src2_value,
    input [31:0] imm, 
    input [31:0] pc,
    input is_addi,
    input is_add,
    input is_load,
    input is_s_instr,
    input is_jal,
    input is_jalr,
    output [31:0] result
    );
    assign result = 
            (is_addi) ? (src1_value + imm) :
            (is_add) ? (src1_value + src2_value) :
            (is_load) ? (src1_value + imm) :
            (is_s_instr) ? (src1_value + imm) :
            (is_jal) ? pc + 32'd4 :
            (is_jalr) ? pc + 32'd4 :
                            32'b0;
endmodule
==> ./run.sh <==
#!/bin/bash
# OpenROAD 26Q1-2900-gdf79404cd8, Yosys 0.63+post, stock flow scripts
make -C /OpenROAD-flow-scripts/flow DESIGN_CONFIG=/design/flow/config.mk WORK_HOME=/design/flow/orfs finish
==> ./config.mk <==
export PLATFORM = sky130hd
export DESIGN_NAME = ALU
export DESIGN_NICKNAME = ALU
export VERILOG_FILES = /design/flow/design.v
export SDC_FILE = /design/flow/constraint.sdc
export NUM_CORES = 4
export LEC_CHECK = 1
export CORE_UTILIZATION = 50
==> ./constraint.sdc <==
current_design ALU

set clk_period 19.0
set clk_io_pct 0.2

create_clock -name clk0 -period $clk_period

set non_clock_inputs [all_inputs -no_clocks]
set_input_delay [expr $clk_period * $clk_io_pct] -clock clk0 $non_clock_inputs
set_output_delay [expr $clk_period * $clk_io_pct] -clock clk0 [all_outputs]
==> flow_metrics.py <==
# Physical implementation metrics
metrics = {
    "outcome": {
        "status": "finished clean",
    },
    "placed_design": {
        "placedInstanceArea_mm2": 0.00646,
        "port_buffers": 166,
        "dp_hpwl_mm": 14.3,
        "place_congestion": 1.05,
    },
    "timing": {
        "final-setup-viol-count": 0,
        "rsz0062_at_grt": "false",
        "fin_setup_tns_ns": 0,
        "max_freq_ghz": 0.0904,
        "worstMarginPinSlew_ns": 0.750,
        "slew_viol_final": 0,
        "period_needed_ns": 11.06,
        "max_slew_margin_pct": 49.8,
        "finalHoldViolations": 0,
        "fin_crit_sh_pct": 58.2,
    },
    "route": {
        "antennaDiodeCount": 0,
        "remaining_drc_errors": 0,
        "wl_per_cell_um": 17.8,
        "vias_per_cell": 6.27,
        "routed_wl_mm": 16.7,
        "drt-initial-drc-count": 320,
        "num_vias": 5890,
        "drtAntennaViolNets": 0,
        "first_pass_iters": 5,
    },
    "die": {
        "rows": 35,
        "initCoreUtil_pct": 51.5,
        "core_area_mm2": 0.00920,
        "io_pins": 166,
        "die_height_um": 99.4,
        "die_w_um": 99.4,
        "chip_area_mm2": 0.00987,
    },
    "setup_path": {
        "critPathMaxStageDelay_ns": 0.55,
        "cp_slowest_cell": "or4_4",
        "crit_chain": "clkdlybuf4s50_1 -> ha_1 -> fa_1 -> a21o_1 -> and4_4 -> or4_4 -> a21oi_1 -> o31ai_1 -> a21oi_1 -> xor2_1 -> o221ai_1 -> clkdlybuf4s50_1",
        "crit_fanout": 3,
        "critPathCaptureType": "output pin",
        "crit_path_start": "src1_value[0]",
        "critical-path-top-delay-family": "AND-OR/OR-AND gates",
        "criticalPathCategory": "in -> out",
        "worst_setup_path_start_kind": "primary input",
        "critPathBufInv": 2,
        "critPathArrivalTime_ns": 7.26,
        "worstPathRequired_ns": 15.20,
    },
    "global_routing": {
        "antenna_found_initial": 0,
        "groute.usage.overall_pct": 33.8,
        "first_global_vias": 5536,
        "grt_max_degree": 22,
        "grt_pass1_wl_mm": 26.7,
        "grt_overflow": 0,
    },
    "final_layout": {
        "nClkBuffers": 0,
        "lay_top_cells": "clkdlybuf4s50_1 (166), nand2_1 (69), a21oi_1 (66)",
        "finalInstanceArea_mm2": 0.00646,
        "lay_top_count": "clkdlybuf4s50_1",
        "area_growth_pct": 36.2,
        "seq_area_um2": 0,
        "flops": 0,
        "drive_gt1_share_pct": 4.59,
    },
    "clocking": {
        "postCtsSetupRepairBufs": 0,
        "ctsHoldBuffers": 0,
        "post_cts_resized": 0,
    },
    "yosys": {
        "synthTopCellsByArea": "ha_1 (17%), xnor2_1 (8.5%), a21oi_1 (7.0%)",
        "xor_share_pct": 13.9,
        "mux_share_pct": 1.53,
        "ys_cells": 681,
        "synthCells": 681,
        "ys_sh_adder_pct": 17.5,
        "synthAoiAreaFrac_pct": 37.0,
        "ys_seq_share_pct": 0,
        "simple_gate_share_pct": 25.7,
        "yosysTopAreaCell": "ha_1",
        "netlist_area_mm2": 0.00474,
        "yosys-stat-area_mm2": 0.00474,
        "synth_cell_types": 82,
        "top_area_share_pct": 16.6,
        "syn-mean-instance-area_um2": 6.96,
        "ys_top_logic_family": "AND-OR/OR-AND gates",
        "synth_warnings": 0,
    },
    "job": {
        "warnings": 33,
        "cap_violations": 0,
    },
    "power": {
        "leakage_uw": 0.00263,
        "ir_drop_uv": 21.6,
        "power.density_mw_per_mm2": 33.2,
    },
    "worst_hold_path": {
        "hp-start": "pc[1]",
        "hold_path_class": "in -> out",
    },
}
==> worst paths after layout <==
kind,to,slack [ns],depth (start not counted)
setup / recovery,result[18],7.94,12
hold / removal,result[1],8.58,4
==> cell usage after synthesis, types with 7 or more instances <==
master / n
and3_1: 10
nor2_1: 43
o22ai_1: 10
nand2_1: 69
o21ai_0: 49
nand2b_1: 9
a21o_1: 33
xnor2_1: 46
o21a_1: 8
a211oi_1: 8
a31oi_1: 7
inv_1: 23
nand3_1: 26
a22oi_1: 11
xor2_1: 29
nor2b_1: 8
o21bai_1: 8
nor3_1: 13
nand4_1: 15
ha_1: 63
clkbuf_1: 19
a21oi_1: 66
==> worst min-delay path, cell delays in order <==
cell             delay, ns
clkdlybuf4s50_1       0.39
a21oi_1               0.11
o21ai_0               0.08
clkdlybuf4s50_1       0.40
==> where the power goes <==
part | switching [uW] | internal (uW) | total (uW)
logic | 103 | 111 | 215
registers | 0 | 0 | 0
clock network | 0 | 0 | 0
total | 103 | 111 | 215
==> final cells by class <==
type | count | area, um2
multi-input combinational | 634 | 4530
fill | 766 | 2740
timing repair buffer | 171 | 1700
tap | 111 | 139
inverter | 23 | 86.3
==> stage by stage <==
| step | total power (uW) | utilization (%) | hold slack, ns | cells | setup WS, ns |
|---|---|---|---|---|---|
| after global placement | 210 | 70.2 | 8.59 | 939 | 7.99 |
| after floorplan | 121 | - | 7.71 | 681 | 9.16 |
| after CTS | 212 | 70.2 | 8.58 | 939 | 7.94 |
| final | 215 | 70.2 | 8.58 | 939 | 7.94 |
| after detailed placement | 210 | 70.2 | 8.58 | 939 | 7.95 |
| after global routing | 234 | 70.2 | 8.64 | 939 | 7.71 |
==> routing by layer <==
metal	part of all wire, %	track usage [%]
met1	42	45.8
met2	46	57.5
met3	9.2	4.43
met4	2.8	7.58
met5	0	0
==> cells by family (layout without fill, tap and decap cells) <==
kind of cell    after synthesis  in the layout
compound gates              257            257
buf+inv                      47            194
mux                           7              7
simple gates                230            230
fa+ha+maj                    65             65
xor+xnor                     75             75
Power is estimated from default activity; no workload was simulated.
